==> /design/flow/design.v <==
module Rest_div(
  input clk,
  input rst,
  input [3:0] Q,
  input [3:0] M,
  output [3:0] quot,
  output [3:0] rem,
  output valid
);
  reg [7:0] Acc, next_Acc;
  reg [1:0] next_state, present_state;
  reg [1:0] next_count, count;
  reg next_valid;
  parameter IDLE = 2'b00;
  parameter SHIFT = 2'b01;
  parameter SUBTRACT = 2'b10;
  parameter RESTORE = 2'b11;
  assign rem = (valid == 1'b1) ? Acc[7:4] : 4'b0;
  assign quot = (valid == 1'b1) ? Acc[3:0] : 4'b0;
  always @(posedge clk or negedge rst) begin
    if (!rst) begin
      Acc <= 8'd0;
      valid <= 1'b0;
      present_state <= IDLE;
      count <= 2'b0;
    end else begin
      Acc <= next_Acc;
      valid <= next_valid;
      present_state <= next_state;
      count <= next_count;
    end
  end
  always @(posedge clk or negedge rst) begin
    if (!rst) begin
      next_count <= 2'b0;
      next_valid <= 1'b0;
      next_state <= IDLE;
      next_Acc <= 8'd0;
    end else begin
      case (present_state)
        IDLE:
          begin
            next_count <= 2'b0;
            next_valid <= 1'b0;
            if (M != 0) begin
              next_state <= SHIFT;
              next_Acc <= {4'd0, Q};
            end else begin
              next_state <= IDLE;
              next_Acc <= 8'd0;
            end
          end
        SHIFT:
          begin
            next_Acc <= Acc << 1;
            next_state <= SUBTRACT;
          end
        SUBTRACT:
          begin
            next_Acc <= {(Acc[7:4] - M), Acc[3:0]};
            next_state <= RESTORE;
          end
        RESTORE:
          begin
            if (Acc[7] == 1'b1)
              next_Acc <= {(Acc[7:4] - M), Acc[3:1], 1'b0};
            else
              next_Acc <= {Acc[7:4], Acc[3:1], 1'b1};
            next_count <= next_count + 1'b1;
            if (count == 2'b11) begin
              next_state <= IDLE;
              next_valid <= 1'b1;
            end else begin
              next_state <= SHIFT;
              next_valid <= 1'b0;
            end
          end
      endcase
    end
  end
endmodule
==> /design/flow/run.sh <==
#!/bin/bash
# OpenROAD 26Q1-2900-gdf79404cd8, Yosys 0.63+post, stock flow scripts
make -C /OpenROAD-flow-scripts/flow DESIGN_CONFIG=/design/flow/config.mk WORK_HOME=/design/flow/orfs finish
==> /design/flow/config.mk <==
export PLATFORM = sky130hd
export DESIGN_NAME = Rest_div
export DESIGN_NICKNAME = Rest_div
export VERILOG_FILES = /design/flow/design.v
export SDC_FILE = /design/flow/constraint.sdc
export NUM_CORES = 4
export LEC_CHECK = 1
export CORE_AREA = 10 10 97 97
export DIE_AREA = 0 0 107 107
==> /design/flow/constraint.sdc <==
current_design Rest_div

set clk_period 3.1
set clk_io_pct 0.2

create_clock -name clk0 -period $clk_period [get_ports {clk}]

set non_clock_inputs [all_inputs -no_clocks]
set_input_delay [expr $clk_period * $clk_io_pct] -clock clk0 $non_clock_inputs
set_output_delay [expr $clk_period * $clk_io_pct] -clock clk0 [all_outputs]
==> impl_metrics.csv <==
group,metric,value,unit
route,vias,773,
cts,post_cts_buffers,0,
synthesis,ys.warnings.count,3,
setup_path,reg2regPathDepth,7,
cts,clkLatencyLatePin,0.26,ns
cts,clockRootBuffer,"clkbuf_8",
synthesis,synth_seq_share,57.8,%
place,port_buffers,18,
synthesis,synthTopCellsByArea,"dfrtp_1 58%, ha_1 7.8%, and2_1 4.4%, nand2_1 3.3%, a222oi_1 2.7%",
final_timing,drv_slew,0,
route,post-route-drc-count,0,
run,warnings,28,
route,drt_pass1_iterations,4,
die,io_pins,19,
final_layout,nFillCells,811,
cts,clockBufferDepth,2,
synthesis,flop_cell,"dfrtp_1",
worst_hold_path,min_to,"present_state[0]",
final_timing,fmax,483,MHz
final_layout,drive_above_1_share,7.76,%
grt,grt_pass1_vias,760,
route,wire_per_inst,10.5,um
final_timing,tns,0,ns
worst_hold_path,whs_path_depth,0,
cts,cts_hold_repair.buffers,0,
grt,gr-usage-all-layers,4.17,%
cts,clock-sinks,26,
worst_hold_path,min_from,"next_state[0]",
setup_path,start_kind,"primary input",
final_layout,final_cells,215,
synthesis,synthesis.instances,95,
place,place_area,0.00143,sq mm
synthesis,synth_flops,26,
synthesis,synthArstFlopShare,100,%
die,fp-utilization,15.4,%
run,max-cap-violations,0,
synthesis,synth_area_per_cell,11.8,sq um
setup_path,cp.required,3.24,ns
setup_path,cp-end-kind,"flop",
route,avgViaCountPerCell,3.60,
grt,grt_pass1_wl,3.92,mm
setup_path,r2r_end,"next_Acc[6]",
synthesis,syn_area,0.00112,sq mm
final_layout,final_util,20.3,%
place,post-dp-hpwl,1.70,mm
die,die-area,0.0114,sq mm
final_timing,finalClockPeriodUsage,66.8,%
synthesis,yosys_area,0.00112,sq mm
grt,grt_overflow,0,
final_layout,fin_area,0.00148,sq mm
final_timing,timing.final.ws_setup,1.03,ns
final_timing,relSlewSlack,68.8,%
route,wl_met3,155,um
die,core_area,0.00729,sq mm
route,diodes,0,
die,row_count,31,
setup_path,crit_type,"in2reg",
place,placedCellCount,211,
cts,cts_max_level,1,
synthesis,common_cells,"26 x dfrtp_1, 10 x nand2_1, 8 x and2_1",
setup_path,cp_max_fo,2,
final_layout,syn_to_final_growth,31.7,%
route,met1_length,1.24,mm
final_layout,logic_area,438,sq um
route,top_layer,"met3",
route,finalWirelength,2.26,mm
route,wl_met2,871,um
die,die_h,107,um
power,cellPowerDensity,764,mW/mm^2
final_timing,worst_slew_pin_slew,0.468,ns
synthesis,edf_count,0,
cts,cts-buffers-inserted,3,
synthesis,synth_area_leader_cell,"dfrtp_1",
final_timing,rsz0062_at_grt,"false",
final_timing,period_needed,2.07,ns
grt,grt_max_degree,27,
route,drtIter0Drc,35,
cts,cts_tree,"done",
place,pre_cts_ws,0.747,ns
route,ant_nets,0,
status,status,"finished, final reports clean",
final_timing,finalHoldViolations,0,
synthesis,synth.most_common_cell,"dfrtp_1",
final_timing,fin_skew,0.000684,ns
synthesis,yosys_cells,95,
final_layout,register_area,651,sq um
cts,cts_resized,0,
power,leakagePower,0.655,nW
synthesis,top_area_share,57.8,%
setup_path,rrSetupSlack,1.40,ns
cts,cts.reportedPaths.clkPinSlew,0.08,ns
place,gp_congestion,0.800,
worst_hold_path,min_path_type,"reg2reg",
setup_path,arrival,2.21,ns
final_timing,setup_viol,0,
die,die_width,107,um
setup_path,timing.rr.start,"Acc[4]",
grt,antenna_found_initial,0,
synthesis,synth_cell_type_count,26,
power,vdd_drop_max,0.000211,V
[registers in the layout, indices dropped and copies added (netlist names)]
register,cells
next_state,2
present_state,2
count,2
Acc,8
next_valid,1
next_count,2
valid,1
next_Acc,8
[cells by family after synthesis]
kind of cell	after synthesis	share of synthesized area, %
AOI/OAI and AO/OA	20	12.9
xor gates and xnor gates	2	1.56
adders and majority gates	8	9.57
buffers and inverters	9	3.23
DFF	26	57.8
muxes	1	1.00
and+or+nand+nor	29	13.9
[critical path: stages]
cell,delay (ns)
clkdlybuf4s50_1,0.49
ha_1,0.17
inv_1,0.05
fa_1,0.37
xor2_1,0.15
a222oi_1,0.30
nor2_1,0.07
[cell usage in the layout (no fill, tap or decap), drive strengths merged, types with 2 or more instances in the layout]
master         netlist  routed
and2                 8       8
a21oi                3       3
inv                  7       7
ha                   7       7
clkbuf               0       4
a22oi                3       3
nor2                 5       5
xor2                 2       2
o21ai                5       5
a222oi               3       3
nand2               10      10
dfrtp               26      26
clkdlybuf4s50        0      18
a221oi               2       2
[worst max path at each step]
stage,slack (ns),startpoint,end,cells after the start
6_report,1.03,M[0],next_Acc[6],7
5_1_grt,0.95,M[0],next_Acc[6],7
4_1_cts,1.04,M[0],next_Acc[6],7
[where the power goes]
part | internal, mW | switching [mW] | total [mW]
Sequential | 0.453 | 0.0643 | 0.518
Clock | 0.113 | 0.0980 | 0.211
Combinational | 0.174 | 0.229 | 0.403
Total | 0.740 | 0.391 | 1.13
[metrics by stage]
stage | total power [mW] | hold WS, ns
floorplan | 0.810 | 0.324
global placement | 0.920 | 0.332
detailed placement | 0.923 | 0.336
CTS | 1.14 | 0.355
global route | 1.23 | 0.359
finish | 1.13 | 0.352
[layout make-up]
cell class	instances	share of cell area [%]
Clock buffer	4	3.72
Inverter	7	1.77
Multi-Input combinational cell	60	29.6
Sequential cell	26	43.9
Tap cell	99	8.36
Timing Repair Buffer	19	12.7
[per-layer routing]
metal | vias to the layer above | GRT usage [%]
met1 | 381 | 6.45
li1 | 373 | -
met2 | 19 | 5.40
met4 | 0 | 0.193
met3 | 0 | 1.88
met5 | - | 0
Power is estimated from default activity; no workload was simulated.
